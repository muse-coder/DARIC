==> flow/config.mk <==
export PLATFORM = sky130hd
export DESIGN_NAME = PE_crossbar_5x4
export DESIGN_NICKNAME = PE_crossbar_5x4
export VERILOG_FILES = /design/flow/design.v
export SDC_FILE = /design/flow/constraint.sdc
export NUM_CORES = 4
export LEC_CHECK = 1
export CORE_AREA = 10 10 201 201
export DIE_AREA = 0 0 211 211
==> flow/constraint.sdc <==
current_design PE_crossbar_5x4

set clk_period 8.0
set clk_io_pct 0.2

create_clock -name clk0 -period $clk_period

set non_clock_inputs [all_inputs -no_clocks]
set_input_delay [expr $clk_period * $clk_io_pct] -clock clk0 $non_clock_inputs
set_output_delay [expr $clk_period * $clk_io_pct] -clock clk0 [all_outputs]
==> flow/design.v <==
`timescale 1ns / 1ps
`timescale 1ns / 1ps
module PE_crossbar_5x4(
    input   [31         :0]  din_N,
    input   [31         :0]  din_S,
    input   [31         :0]  din_W,
    input   [31         :0]  din_E,
    input   [31         :0]  din_LSU,
    input   [12    -1:0]  switch,
    output  [31         :0]  to_R0,
    output  [31         :0]  to_R1,
    output  [31         :0]  to_R2,
    output  [31         :0]  to_R3
    );
    wire [2:0]  to_R0_sel;
    wire [2:0]  to_R1_sel;
    wire [2:0]  to_R2_sel;
    wire [2:0]  to_R3_sel;
    assign {
        to_R0_sel, 
        to_R1_sel, 
        to_R2_sel, 
        to_R3_sel  
    } = switch;
    assign  to_R0 = (to_R0_sel == 3'd0) ? din_N  :
                     (to_R0_sel == 3'd1) ? din_S  :
                     (to_R0_sel == 3'd2) ? din_W  :
                     (to_R0_sel == 3'd3) ? din_E  :
                                            din_LSU;  
    assign  to_R1 = (to_R1_sel == 3'd0) ? din_N  :
                     (to_R1_sel == 3'd1) ? din_S  :
                     (to_R1_sel == 3'd2) ? din_W  :
                     (to_R1_sel == 3'd3) ? din_E  :
                                            din_LSU;
    assign  to_R2 = (to_R2_sel == 3'd0) ? din_N  :
                     (to_R2_sel == 3'd1) ? din_S  :
                     (to_R2_sel == 3'd2) ? din_W  :
                     (to_R2_sel == 3'd3) ? din_E  :
                                            din_LSU;
    assign  to_R3 = (to_R3_sel == 3'd0) ? din_N  :
                     (to_R3_sel == 3'd1) ? din_S  :
                     (to_R3_sel == 3'd2) ? din_W  :
                     (to_R3_sel == 3'd3) ? din_E  :
                                            din_LSU;
endmodule
==> flow/run.sh <==
#!/bin/bash
# OpenROAD 26Q1-2900-gdf79404cd8, Yosys 0.63+post, stock flow scripts
make -C /OpenROAD-flow-scripts/flow DESIGN_CONFIG=/design/flow/config.mk WORK_HOME=/design/flow/orfs finish
==> metrics.cfg <==
[global_routing]
globalRouteTotalUtil = 0.139
grt_max_degree = 58
grt_antenna_before_repair = 0
grtUsageMet3 = 0.0268
grt.overflow.total = 0
use_met1 = 0.188
grt_pass1_wl_um = 46700
grtUsageMet2 = 0.231
gr-max-usage-layer = met2
grt_pass1_vias = 6760

[routing]
drc = 0
num_vias = 6468
routed_wl_um = 32300
first_pass_iters = 7
antenna-diode-count = 0
first_iter_violations = 353
wl_per_cell_um = 24.7
vias_per_cell = 4.94
ant_nets = 0

[worst_setup_path]
startpoint = switch[5]
required_ps = 6400
worstPathCellList = buf_2, buf_4, nand2b_2, nor3b_1, o32a_1, clkdlybuf4s50_1
critPathTopFamily = buffers and inverters
arrival_ps = 4450
cp_num_buf_inv = 3
cp-start-kind = input port
crit_fanout = 42
cp_slowest_cell = nand2b_2
worst-setup-path-type = in2out
endpoint = to_R2[25]
cp.depth = 6
critPathCaptureType = output port
max_stage_delay_ps = 780

[min_path]
hold_path.class = in2out

[timing]
slew_viol_final = 0
hold_viol_final = 0
post-route-min-period_ps = 6050
grt_setup_unrepaired = no
tightest_slew_ps = 844
max_freq_ghz = 0.165
min_period_over_period = 0.756
layout_setup_ws_ps = 1950
final-setup-viol-count = 0
maxSlewHeadroom = 0.437
tns_ps = 0

[floorplan]
fp.dieH_um = 211
fp_util = 0.148
boundaryPins = 300
die_area_um2 = 44500
num_rows = 69
fp.coreArea_um2 = 35700
die_x_um = 211

[place]
dp_hpwl_um = 23400
gp_congestion = 0.833
place_ws_ps = 1940
place_inst = 1310
detailed_place.area_um2 = 8460
portBuffers = 300

[logic_synthesis]
synthCells = 615
yosysSeqAreaShare = 0
synth.distinct_cells = 28
top_cell = mux2i_1
yosys_area_um2 = 5280
ys_cells = 615
yosys_warnings = 0
common_cells = mux2i_1, nand2b_1, a2bb2oi_1, o221a_1, nand2_1
area_leaders = mux2i_1, mux4_2, a2bb2oi_1
synth_area_leader_cell = mux2i_1
top_area_frac = 0.131
syn_area_um2 = 5280
syn_area_per_cell_um2 = 8.58

[cells_and_area]
drive_gt1_frac = 0.143
fill_cells = 3848
syn2layout_area_growth_pct = 60.4
clock_buffers = 0
layoutNonFillerInstCount = 1310
fin_area_um2 = 8460
fin_util = 0.237
layout.area.seq_um2 = 0
seq_cell_count = 0

[pwr]
ir_drop_uv = 32.8
power.static_leakage_uw = 0.00306
power.density_nw_per_um2 = 64.3

[run_status]
status = completed

[clock_tree]
cts_setup_buffers = 0
cts.hold.buffers_added = 0
cts-resized-gates = 0

[job]
maxCapViolCount = 0
warnings = 32

## layout make-up
cell class | instances | area, µm² | area share
timing repair buffer | 319 | 3090 | 0.365
inverter | 32 | 120 | 0.0142
tap | 461 | 577 | 0.0682
multi-input combinational | 498 | 4680 | 0.553
## placed cells by master, fill, tap and decap left out, drive strengths merged
cell	netlist	routed
o21a	25	25
a221oi	25	25
inv	32	32
a211o	2	2
mux4	32	32
a31oi	4	4
a2bb2oi	62	62
o221a	62	62
buf	57	31
nand2	36	36
mux2i	69	69
mux2	32	32
o32a	25	25
or3	3	3
nor2	12	12
clkdlybuf4s50	0	288
nand2b	65	65
nor2b	1	1
a221o	7	7
a21oi	7	7
nor3b	29	29
## power by group
group | switching [µW] | internal [µW]
Sequential | 0 | 0
Clock | 0 | 0
Combinational | 218 | 326
## tightest hold or removal path, cell delays in order
cell	delay, ps
buf_2	280
nand2_1	140
a21oi_1	60
clkdlybuf4s50_1	420
## metal layers
metal,share of wire,vias to the layer above
li1,-,2968
met1,0.43,3137
met2,0.48,338
met3,0.083,25
met4,0.0091,0
met5,0,-
## kinds of logic after synthesis
family | synth area share
AOI/OAI and AO/OA | 0.388
and+or+nand+nor | 0.158
muxes | 0.337
buffers and inverters | 0.117
## worst min-delay path by stage
| stage | slack, ps | cells past startpoint | start | to |
|---|---|---|---|---|
| 4_1_cts | 4110 | 4 | switch[5] | to_R2[28] |
| 5_1_grt | 4170 | 4 | switch[5] | to_R2[30] |
| 6_report | 4110 | 4 | switch[5] | to_R2[27] |
## stage by stage
stage          total power [µW]  hold slack, ps
6_report                    544            4110
5_1_grt                     585            4170
2_1_floorplan               231            3270
3_5_place_dp                547            4110
4_1_cts                     550            4110
3_3_place_gp                547            4110
Power is estimated from default activity; no workload was simulated.
